<file path="./run.sh">
#!/bin/bash
# OpenROAD 26Q1-2900-gdf79404cd8, Yosys 0.63+post, stock flow scripts
make -C /OpenROAD-flow-scripts/flow DESIGN_CONFIG=/design/flow/config.mk WORK_HOME=/design/flow/orfs finish
</file>
<file path="./config.mk">
export PLATFORM = sky130hd
export DESIGN_NAME = IntersectionSimulator
export DESIGN_NICKNAME = IntersectionSimulator
export VERILOG_FILES = /design/flow/design.v
export SDC_FILE = /design/flow/constraint.sdc
export NUM_CORES = 4
export LEC_CHECK = 1
export CORE_UTILIZATION = 50
</file>
<file path="./constraint.sdc">
current_design IntersectionSimulator

set clk_period 9.5
set clk_io_pct 0.2

create_clock -name clk0 -period $clk_period [get_ports {action}]
create_clock -name clk1 -period $clk_period [get_ports {clk}]

set non_clock_inputs [all_inputs -no_clocks]
set_input_delay [expr $clk_period * $clk_io_pct] -clock clk0 $non_clock_inputs
set_output_delay [expr $clk_period * $clk_io_pct] -clock clk0 [all_outputs]
</file>
<file path="./design.v">
`timescale 1ns / 1ps
module IntersectionSimulator(
	input [2:0] mode,  
	input [4:0] plateIn,
	input action,
	input clk,
	output reg  greenForA,
	output reg  greenForB,
	output reg 	rushHourWarning,
	output reg [3:0]  hour,
	output reg [5:0]  minute,	
	output reg [5:0]  second,
	output reg	am_pm,  
	output reg [4:0]  numOfCarsA,
	output reg [4:0]  numOfCarsB,
	output reg [6:0]  remainingTime,
	output reg [4:0]  blackListDisplay
	);
  	reg [4:0] BlackList [7:0];
  	reg [3:0] bList_Disp_index;
  	reg LastGreenLight;
  	reg [6:0]  remainingTime_A;
  	reg [6:0]  remainingTime_B;
  	integer i, A_add_index, B_add_index, A_remove_index, B_remove_index, bList_add_index;
  	reg [4:0] roadA [7:0];
  	reg [4:0] roadB [7:0];
  	reg [4:0] plate;
	initial begin
		greenForA=1;
		greenForB=0;
		rushHourWarning=0;
		hour=6;
		minute=0;
		second=0;
		am_pm=0;
		numOfCarsA=0;
		numOfCarsB=0;
		remainingTime=50;
		blackListDisplay=0;
    	LastGreenLight = 0;  
      	remainingTime_A = 40;
    	remainingTime_B = 50;
      	A_add_index = 0;
        B_add_index = 0;
      	A_remove_index = 0;
      	B_remove_index = 0;
      	bList_add_index = 0;
        bList_Disp_index = 0;
      for (i=0; i<512; i=i+1) 
          BlackList[i] <= 0;
        i = 0;
	end
  always@(posedge action)  
	begin
      if (mode == 3'b000)  
        begin
          if(numOfCarsA == 0)
            begin
            	numOfCarsA = 0;
            end
          else
            begin
              plate = roadA[A_remove_index];
              A_remove_index = A_remove_index + 1;
              numOfCarsA = numOfCarsA - 1;
            end
          if(greenForA != 1)
                begin
                  BlackList[bList_add_index] = plate;
                  bList_add_index = bList_add_index + 1;
                end
        end
      if (mode == 3'b001)  
        begin
          if(greenForB != 1)
            begin
                BlackList[bList_add_index] = roadB[B_remove_index];
                bList_add_index = bList_add_index + 1;
            end
          if(numOfCarsB == 0)
            begin
            	numOfCarsB = 0;
            end
          else
            begin
              B_remove_index = B_remove_index + 1;
              numOfCarsB = numOfCarsB - 1;
            end
        end
      if (mode == 3'b010)  
        begin
          if(numOfCarsA + numOfCarsB == 30)  
          begin
            numOfCarsA = numOfCarsA;
          end
          else 
            begin
              numOfCarsA = numOfCarsA + 1;
              roadA[A_add_index] = plateIn;
              A_add_index = A_add_index + 1;
            end
        end
      if (mode == 3'b011)  
        begin
          if(numOfCarsA + numOfCarsB == 30)  
          begin
            numOfCarsB = numOfCarsB;
          end
          else 
            begin
              numOfCarsB = numOfCarsB + 1;
              roadB[B_add_index] = plateIn;
              B_add_index = B_add_index + 1;
            end
        end
	end
  always @(posedge clk)  
	begin
      if(mode === 3'b1xx)  
		begin
        	blackListDisplay = BlackList[bList_Disp_index];
        	bList_Disp_index = bList_Disp_index + 1;
            if (BlackList[bList_Disp_index] === 0)
                bList_Disp_index = 0;
          end
      else  
        begin
        	second = second + 1;
            if (second == 60)
              begin
                minute = minute + 1;
                second = 0;
                if (minute == 60)
                  begin
                    hour = hour + 1;
                    minute = 0;
                    if (hour == 13) 
                      begin
                        hour = 1;
                      end
                    else if (hour == 12 & am_pm == 0)  
                      begin
                        am_pm = 1;
                      end
                    else if (hour == 12 & am_pm == 1)
                      begin
                        am_pm = 0;
                      end
                  end
              end
          if((hour == 7 | hour == 8) && am_pm == 0)  
              begin
                rushHourWarning = 1;
              end
          else if((hour == 5 | hour == 6) && am_pm == 1)  
              begin
                rushHourWarning = 1;
              end
            else
              begin
                rushHourWarning = 0;
              end
          if(hour == 12 && am_pm == 0)  
              begin
                blackListDisplay = 0;
        		    bList_Disp_index = bList_Disp_index + bList_add_index;
                bList_add_index = 0;
              end
          if(remainingTime == 1 & greenForA == 1)  
              begin
                LastGreenLight = 0;
                greenForA = 0;
                remainingTime = remainingTime - 1;
              end
          else if(remainingTime == 1 & greenForB == 1)
              begin
                LastGreenLight = 1;
                greenForB = 0;
                remainingTime = remainingTime - 1;
              end 
          else if(LastGreenLight == 1 & remainingTime == 0)  
              begin
                greenForA = 1;
                greenForB = 0;
                if(0 <= numOfCarsA <= 10)  
                  begin
                  	remainingTime_A = remainingTime_A + 5;
                  	if(rushHourWarning == 1 && remainingTime_A > 60)
                    	begin
                      		remainingTime_A = 60;
                    	end
                    else if(rushHourWarning == 1 && remainingTime_A < 30)
                    	begin
                      		remainingTime_A = 30;
                    	end
                  	else if(rushHourWarning == 0 && remainingTime_A > 70)
  						begin
                      		remainingTime_A = 70; 
                    	end
                    else if(rushHourWarning == 0 && remainingTime_A < 40)
  						begin
                      		remainingTime_A = 40; 
                    	end
                  end
                else if(11 <= numOfCarsA && numOfCarsA <= 19)
                  begin
                    remainingTime_A = remainingTime_A;
                  end
                else
                  begin
                    remainingTime_A = remainingTime_A - 5;
                    if(rushHourWarning == 1 && remainingTime_A > 60)
                    	begin
                      		remainingTime_A = 60;
                    	end
                    else if(rushHourWarning == 1 && remainingTime_A < 30)
                    	begin
                      		remainingTime_A = 30;
                    	end
                  	else if(rushHourWarning == 0 && remainingTime_A > 70)
  						begin
                      		remainingTime_A = 70; 
                    	end
                    else if(rushHourWarning == 0 && remainingTime_A < 40)
  						begin
                      		remainingTime_A = 40; 
                    	end
                  end       
                remainingTime = remainingTime_B;  
              end
          else if(LastGreenLight == 0 & remainingTime == 0)  
              begin
                greenForA = 0;
                greenForB = 1;
                if(0 <= numOfCarsB <= 10)  
                  begin
                  	remainingTime_B = remainingTime_B + 5;
                    if(rushHourWarning == 1 && remainingTime_B > 70)
                    	begin
                      		remainingTime_B = 70;
                    	end
                    else if(rushHourWarning == 1 && remainingTime_B < 40)
                    	begin
                      		remainingTime_B = 40;
                    	end
                    else if(rushHourWarning == 0 && remainingTime_B > 80)
  						begin
                      		remainingTime_B = 80; 
                    	end
                    else if(rushHourWarning == 0 && remainingTime_B < 50)
  						begin
                      		remainingTime_B = 50; 
                    	end
                  end
                else if(11 <= numOfCarsB && numOfCarsB <= 19)
                  begin
                    remainingTime_B = remainingTime_B;
                  end
                else
                  begin
                    remainingTime_B = remainingTime_B - 5;
                    if(rushHourWarning == 1 && remainingTime_B > 70)
                    	begin
                      		remainingTime_B = 70;
                    	end
                    else if(rushHourWarning == 1 && remainingTime_B < 40)
                    	begin
                      		remainingTime_B = 40;
                    	end
                    else if(rushHourWarning == 0 && remainingTime_B > 80)
  						begin
                      		remainingTime_B = 80; 
                    	end
                    else if(rushHourWarning == 0 && remainingTime_B < 50)
  						begin
                      		remainingTime_B = 50; 
                    	end
                  end       
                remainingTime = remainingTime_A;  
              end
          else  
              begin
                remainingTime = remainingTime - 1;
              end
        end
	end
endmodule
</file>
==> impl_metrics.env <==
# physical design summary
export IMPL_status="finished, final reports clean"
export IMPL_timing_hold_worst_path_depth=2
export IMPL_synth_cellmix_xorXnorShare_pct=4.83
export IMPL_cts_setup_buffers=0
export IMPL_crit_type="primary input to flip-flop"
export IMPL_post_synthesis_cell_count_from_yosys=641
export IMPL_synthesis_instances=641
export IMPL_hp_class="flip-flop to flip-flop"
export IMPL_comb_area_um2=3180
export IMPL_flop_cell="sky130_fd_sc_hd__edfxtp_1"
export IMPL_cts_tree="yes"
export IMPL_placement_rows=46
export IMPL_leakage_nw=3.52
export IMPL_worstPathRequired_ns=9.53
export IMPL_cts_repair_resize_count=0
export IMPL_worst_hold_startpoint="plate[0]"
export IMPL_route_detailed_drc=0
export IMPL_port_buffers=50
export IMPL_grt_overflow_total=0
export IMPL_first_pass_iters=4
export IMPL_rd_place_congestion=0.885
export IMPL_first_global_vias=5192
export IMPL_synthToLayoutAreaGrowth_pct=17.8
export IMPL_r2r_start="numOfCarsA[0]"
export IMPL_worstSetupStartpoint="mode[2]"
export IMPL_crit_path_max_delay_cell_type="sky130_fd_sc_hd__clkdlybuf4s50_1"
export IMPL_synth_cell_types=64
export IMPL_synth_seq_cells=167
export IMPL_yosys_area_share_aoi_pct=9.01
export IMPL_hold_ws_ns=0.595
export IMPL_rsz0062_at_grt="false"
export IMPL_core_area_um2=16100
export IMPL_post_synth_most_frequent_cells="157 x sky130_fd_sc_hd__edfxtp_1, 46 x sky130_fd_sc_hd__nand2_1, 43 x sky130_fd_sc_hd__nor2_1, 39 x sky130_fd_sc_hd__inv_1, 36 x sky130_fd_sc_hd__a21oi_1"
export IMPL_grt_max_degree=22
export IMPL_timing_critical_path_max_delay_family="simple AND/OR/NAND/NOR gates"
export IMPL_first_pass_grt_wire_length_mm=26.5
export IMPL_muxShareOfSynthArea_pct=8.50
export IMPL_share_of_cells_above_drive_strength_1_pct=11.5
export IMPL_fin_skew_ns=0.00704
export IMPL_die_size_x_um=131
export IMPL_async_reset_ff_share_pct=0
export IMPL_worstPathMaxFanout=13
export IMPL_hpwl_mm=11.8
export IMPL_synthesis_area_um2=8320
export IMPL_drt_first_iter_violations=262
export IMPL_synth_comb_largest_family="simple AND/OR/NAND/NOR gates"
export IMPL_arrival_ns=7.57
export IMPL_top_area_share_pct=56.7
export IMPL_yosys_warnings=65
export IMPL_wirelength_mm=16.2
export IMPL_vias_per_cell=5.58
export IMPL_register_area_um2=4910
export IMPL_diodes=0
export IMPL_tightest_slew_ns=0.859
export IMPL_tool_warnings=32
export IMPL_filler_cell_count=1204
export IMPL_critical_path_cell_count=21
export IMPL_slew_violations=0
export IMPL_max_cap_violations=0
export IMPL_crit_path_cell_trace="clkdlybuf4s50_1, or3_1, inv_1, nand2b_1, o21ai_0, ha_1, inv_1, fa_1, xor2_1, nor4_1, a311oi_1, buf_4, mux2_2, ha_1, a21o_1, a21oi_1, xnor2_1, a311oi_1, buf_4, nand2_1, nor3b_1"
export IMPL_grtUsageTotal_pct=22.3
export IMPL_peakVddDrop_mv=0.188
export IMPL_top_area_cell="sky130_fd_sc_hd__edfxtp_1"
export IMPL_io_pin_count=52
export IMPL_chipArea_um2=17200
export IMPL_path_clk_slew_ns=0.06
export IMPL_synthesized_area_per_cell_um2=13.0
export IMPL_worstRegToRegCells=22
export IMPL_timing_critical_path_slowest_cell_delay_ns=0.64
export IMPL_finalSetupTns_ns=0
export IMPL_ys_sh_adder_pct=5.29
export IMPL_routed_wire_length_per_instance_um=17.3
export IMPL_synth_edff_count=157
export IMPL_sequential_area_share_after_synthesis_pct=59.1
export IMPL_vias=5220
export IMPL_post_synth_top_count_cell="sky130_fd_sc_hd__edfxtp_1"
export IMPL_path_buffers=5
export IMPL_relSlewSlack_pct=42.3
export IMPL_cp_start_kind="primary input"
export IMPL_setup_worst_path_end_class="flip-flop"
export IMPL_yosys_area_um2=8320
export IMPL_route_antenna_remaining_nets=0
export IMPL_die_height_um=131
export IMPL_synth_area_top_cells="sky130_fd_sc_hd__edfxtp_1 57%, sky130_fd_sc_hd__mux4_2 5.4%, sky130_fd_sc_hd__ha_1 4.8%"
export IMPL_cts_hold_buffers=0
export IMPL_fp_util_pct=51.8
export IMPL_hold_violations_final=0
export IMPL_clock_sinks=167
export IMPL_antenna_found_initial=0
export IMPL_power_density_nw_per_um2=210
export IMPL_number_of_failing_setup_endpoints_in_the_final_timing_report=0
export IMPL_synth_cellmix_simpleShare_pct=10.4
[path summary, 6_finish.rpt]
| check | slack (ns) | endpoint |
|---|---|---|
| max in group clk1 | 5.81 | remainingTime_B[0] |
| worst max register to register | 3.82 | roadB[2][4] |
| worst min-delay path | 0.59 | plate[0] |
| worst max-delay path | 1.97 | roadB[2][4] |
| worst min register to register | 0.59 | plate[0] |
| min in group clk1 | 0.63 | remainingTime[6] |
[per-layer routing]
metal / vias up / share of wire, % / wire length (um) / GRT usage [%]
li1: 2560 / - / - / -
met1: 2522 / 44 / 7060 / 34.2
met2: 119 / 50 / 8050 / 35.5
met3: 19 / 5.0 / 807 / 6.09
met4: 0 / 1.6 / 252 / 3.72
met5: - / 0 / 0 / 0
[worst min-delay path, stage by stage (launching register included)]
cell and delay [ns]:
sky130_fd_sc_hd__edfxtp_1 0.32, sky130_fd_sc_hd__nand2_1 0.04, sky130_fd_sc_hd__o21ai_0 0.10
[registers in the layout (all words and copies together), names as in the netlist, 6 cells and up]
register         cells
remainingTime        7
remainingTime_B      7
BlackList           10
remainingTime_A      7
roadA               40
roadB               40
second               6
minute               6
[cells in the final DEF (no fill, tap or decap), types with 5 or more instances in the layout]
cell type / count
sky130_fd_sc_hd__edfxtp_1: 157
sky130_fd_sc_hd__clkdlybuf4s50_1: 50
sky130_fd_sc_hd__nand2_1: 46
sky130_fd_sc_hd__nor2_1: 43
sky130_fd_sc_hd__inv_1: 39
sky130_fd_sc_hd__a21oi_1: 36
sky130_fd_sc_hd__ha_1: 32
sky130_fd_sc_hd__o21ai_0: 27
sky130_fd_sc_hd__xnor2_1: 25
sky130_fd_sc_hd__clkbuf_16: 22
sky130_fd_sc_hd__mux2i_1: 20
sky130_fd_sc_hd__mux4_2: 20
sky130_fd_sc_hd__xor2_1: 19
sky130_fd_sc_hd__nor3_1: 17
sky130_fd_sc_hd__nand3_1: 11
sky130_fd_sc_hd__dfxtp_1: 10
sky130_fd_sc_hd__buf_4: 10
sky130_fd_sc_hd__nor3b_1: 9
sky130_fd_sc_hd__nor2b_1: 8
sky130_fd_sc_hd__nor4_1: 7
sky130_fd_sc_hd__a211oi_1: 7
sky130_fd_sc_hd__a31oi_1: 7
sky130_fd_sc_hd__inv_6: 7
sky130_fd_sc_hd__mux2_2: 5
sky130_fd_sc_hd__o211ai_1: 5
[layout make-up]
cell class | count | share of cell area, %
clock inverter | 17 | 1.58
clock buffer | 23 | 5.66
tap | 216 | 2.76
sequential | 167 | 50.2
timing repair buffer | 60 | 5.87
inverter | 40 | 1.53
multi-input combinational | 413 | 32.4
[cell families after synthesis]
family | Yosys count
other | 1
AND/OR/NAND/NOR | 173
multiplexers | 45
AND-OR/OR-AND | 114
buffers and inverters | 62
adder cells (fa/ha/maj) | 34
XOR/XNOR | 45
flip-flops | 167
[where the power goes]
group / total, W / internal [W] / switching [W] / leakage, nW
clock network: 0.000778 / 0.000463 / 0.000315 / 0.338
logic: 0.000373 / 0.000188 / 0.000185 / 1.65
registers: 0.000907 / 0.000857 / 0.0000494 / 1.53
total: 0.00206 / 0.00151 / 0.000549 / 3.52
[metrics by stage]
step,area [um2],setup slack (ns),total power [W],util (%),cells
6_report,9800,1.97,0.00206,61.0,936
3_3_place_gp,9090,1.66,0.00130,56.6,896
4_1_cts,9800,1.93,0.00207,61.0,936
3_5_place_dp,9090,1.53,0.00130,56.6,896
2_1_floorplan,8320,1.89,0.00115,-,642
5_1_grt,9800,1.38,0.00216,61.0,936
Power is estimated from default activity; no workload was simulated.
